--- flow/run.sh ---
#!/bin/bash
# OpenROAD 26Q1-2900-gdf79404cd8, Yosys 0.63+post, stock flow scripts
make -C /OpenROAD-flow-scripts/flow DESIGN_CONFIG=/design/flow/config.mk WORK_HOME=/design/flow/orfs finish
--- flow/config.mk ---
export PLATFORM = sky130hd
export DESIGN_NAME = graphics
export DESIGN_NICKNAME = graphics
export VERILOG_FILES = /design/flow/design.v
export SDC_FILE = /design/flow/constraint.sdc
export NUM_CORES = 4
export LEC_CHECK = 1
export CORE_AREA = 10 10 101 101
export DIE_AREA = 0 0 111 111
--- flow/design.v ---
module graphics (
                input  wire        clk,         
                input  wire [2:0]  number,      
                input  wire [9:0]  x_px,        
                input  wire [9:0]  y_px,        
                input  wire [9:0]  x_scr,       
                input  wire [9:0]  y_scr,       
                output wire [9:0]  x_rom,       
                output wire [9:0]  y_rom,       
                input  wire        pixel,       
                output wire [2:0]  color_px     
                );
    parameter [2:0] black  = 3'b000;
    parameter [2:0] blue   = 3'b001;
    parameter [2:0] green  = 3'b010;
    parameter [2:0] red    = 3'b100;
    parameter [2:0] yellow = 3'b110;    
    parameter [2:0] white  = 3'b111;
    parameter ink = yellow;
    parameter background = black;
    localparam width_number = 21;
    localparam height_number = 23;
    reg [2:0] color;
    assign x_rom = x_px - x_scr;
    assign y_rom = (y_px - y_scr) + (number+1)*height_number;
    assign color_px = color;
    always @(posedge clk)
    begin
        if ((x_px >= x_scr) && (x_px < x_scr + width_number) && (y_px >= y_scr) && (y_px < y_scr + height_number))   
        begin
            if (pixel)
                color <= ink;
            else
                color <= background;
        end
        else
           color <= background;
    end
endmodule
--- flow/constraint.sdc ---
current_design graphics

set clk_period 12.0
set clk_io_pct 0.2

create_clock -name clk0 -period $clk_period [get_ports {clk}]

set non_clock_inputs [all_inputs -no_clocks]
set_input_delay [expr $clk_period * $clk_io_pct] -clock clk0 $non_clock_inputs
set_output_delay [expr $clk_period * $clk_io_pct] -clock clk0 [all_outputs]
==> results.sh <==
# physical design summary
export IMPL_ys_seq_elements=1
export IMPL_synth_cells=282
export IMPL_combinationalPowerShare=0.988
export IMPL_track_usage=0.0923
export IMPL_cp_depth=19
export IMPL_largestRegisters="color x1"
export IMPL_netlist_area_leader_share=0.356
export IMPL_slowest_delay_ns=0.54
export IMPL_postCtsHoldBufs=0
export IMPL_drtIter0Drc=55
export IMPL_ff_type="dfxtp_1"
export IMPL_setup_worst_path_end_class="primary output"
export IMPL_vias_per_cell=4.57
export IMPL_drt_drc_violations_left=0
export IMPL_leakagePower_nw=1.42
export IMPL_die_area_sq_mm=0.0123
export IMPL_ys_cells=282
export IMPL_port_buffers=66
export IMPL_avgSynthCellArea_sq_um=8.11
export IMPL_required_ns=9.60
export IMPL_timing_fmax_mhz=102
export IMPL_worst_path_buf_inv=4
export IMPL_start_kind="input port"
export IMPL_ant_nets=0
export IMPL_warnings=33
export IMPL_crit_slowest_cell="clkdlybuf4s50_1"
export IMPL_path_common_cell="ha_1"
export IMPL_placed_area_sq_mm=0.00306
export IMPL_pre_cts_slack_ns=2.13
export IMPL_n_antenna_cell=0
export IMPL_rows=33
export IMPL_core_area_sq_mm=0.00813
export IMPL_largest_area_cell="ha_1"
export IMPL_hold_path_end="color_px[1]"
export IMPL_maxCapViolations=0
export IMPL_power_density_mw_per_mm2=99.8
export IMPL_power_share_switching=0.403
export IMPL_clockPowerShare=0
export IMPL_post_cts_buffers=0
export IMPL_crit_fanout=5
export IMPL_fin_crit_ns=9.83
export IMPL_worst_ep_arrival_time_ns=7.43
export IMPL_common_cells="ha_1 (65), inv_1 (38), xnor2_1 (29), a21oi_1 (16), nor2_1 (16)"
export IMPL_met2_usage=0.163
export IMPL_crit_chain="clkdlybuf4s50_1 -> inv_1 -> ha_1 -> inv_1 -> ha_1 -> or2_2 -> fa_1 -> ha_1 -> a21oi_1 -> nor2b_1 -> nor2_1 -> xnor2_1 -> fa_1 -> ha_1 -> or4_4 -> a41oi_2 -> o21bai_1 -> xnor2_1 -> clkdlybuf4s50_1"
export IMPL_grt_first_pass_wirelength_mm=9.96
export IMPL_wl_mm=5.58
export IMPL_antenna_found_initial=0
export IMPL_busiest_layer="met2"
export IMPL_hold_viol=0
export IMPL_fin_area_sq_mm=0.00306
export IMPL_p_sw_w=0.000123
export IMPL_p_int_w=0.000183
export IMPL_ys_top_cells_by_area="ha_1 (36%), xnor2_1 (11%), fa_1 (9.6%)"
export IMPL_overflow=0
export IMPL_registers_top_by_ff_count="color"
export IMPL_yosys_cell_count_top_type="ha_1"
export IMPL_outcome="finished, final reports clean"
export IMPL_final_max_slew_viol_count=0
export IMPL_rsz0062_at_grt="no"
export IMPL_syn_area_sq_mm=0.00229
export IMPL_place_gp_congestion=0.891
export IMPL_hp_start="color[1]"
export IMPL_synthDistinctLibCells=35
export IMPL_fin_crit_sh=0.819
export IMPL_drive_above_1_share=0.0231
export IMPL_fp_util=0.281
export IMPL_use_met3=0.0126
export IMPL_path_class="in2out"
export IMPL_finalSetupViolCount=0
export IMPL_slew_headroom=0.618
export IMPL_layout_setup_ws_ns=2.17
export IMPL_synthArstFlopShare=0
export IMPL_grt_pass1_vias=2278
export IMPL_largest_register_ff_count=1
export IMPL_met1_usage=0.124
export IMPL_power_frac_seq=0.012
export IMPL_ys_warnings_count=1
export IMPL_tns_ns=0
export IMPL_wl_per_cell_um=12.4
export IMPL_cts_resized=0
export IMPL_critPathTopFamily="adder cells"
export IMPL_grt_max_degree=6
export IMPL_path_clk_slew_ns=0
export IMPL_hold_class="reg2out"
export IMPL_peakVddDrop_mv=0.0922
export IMPL_first_pass_iters=4
export IMPL_hold_path_depth=1
export IMPL_area_growth_syn_to_layout_pct=34.0
export IMPL_vias=2063
export IMPL_die_h_um=111
export IMPL_ioPinCount=68
export IMPL_dpl_hpwl_mm=5.22
export IMPL_worst_pin_slew_ns=0.568
export IMPL_ys_seq_share=0.00876
export IMPL_yosys_stat_chipArea_sq_mm=0.00229
export IMPL_enable_flop_cells=0
export IMPL_die_width_um=111
## per-stage QoR
| step | cells | total power, W | util | hold WS [ns] |
|---|---|---|---|---|
| after CTS | 451 | 0.000313 | 0.377 | 3.09 |
| after global routing | 451 | 0.000348 | 0.377 | 3.11 |
| after floorplan | 282 | 0.000169 | - | 2.67 |
| final | 451 | 0.000306 | 0.377 | 3.08 |
| after detailed placement | 451 | 0.000310 | 0.377 | 3.09 |
| after global placement | 451 | 0.000310 | 0.377 | 3.09 |
## power by group through the flow
stage | Clock (W) | Sequential (W) | Combinational (W)
4_1_cts | 0 | 0.00000355 | 0.000310
6_report | 0 | 0.00000355 | 0.000302
5_1_grt | 0 | 0.00000358 | 0.000344
## worst max-delay path by stage
stage         start       end  slack, ns
6_report  number[0]  y_rom[9]       2.17
5_1_grt   number[0]  y_rom[9]       1.81
4_1_cts   number[0]  y_rom[9]       2.13
## placed cells by master, fill, tap and decap left out, types with 5 or more instances in the layout
cell type	count
nor2_1	16
clkdlybuf4s50_1	66
a21oi_1	16
o21a_1	9
xnor2_1	29
fa_1	11
nand3_1	6
nor3_1	5
o21ai_0	14
inv_1	38
nand2_1	11
xor2_1	9
o211ai_1	5
nor2b_1	6
ha_1	65
## per-layer routing
| metal | wire length [um] | vias up |
|---|---|---|
| met3 | 234 | 0 |
| met1 | 2740 | 907 |
| met2 | 2610 | 39 |
| li1 | - | 1117 |
| met4 | 0 | 0 |
| met5 | 0 | - |
## area by class of cell
class | count | area [sq um]
fillers | 818 | 5070
multi-input cells | 241 | 2110
repair buffers | 66 | 661
inverters | 38 | 143
well taps | 105 | 131
flip-flops and latches | 1 | 20.0
## cells by family after synthesis
logic type / share of synthesized area
compound gates: 0.184
buf+inv: 0.0690
fa+ha+maj: 0.452
other cells: 0.00164
simple gates: 0.139
xor+xnor: 0.146
flops: 0.00876
No activity file was given, so power comes from the tool's default toggle rates.
